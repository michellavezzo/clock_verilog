==> /design/flow/design.v <==
module display_bcd(input [3:0] bcd_bcd_in, output logic [6:0] bcd_display_out);
always_comb
	case(bcd_bcd_in)
		4'd0: bcd_display_out <= 7'b0000001;
		4'd1: bcd_display_out <= 7'b1001111;
		4'd2: bcd_display_out <= 7'b0010010;
		4'd3: bcd_display_out <= 7'b0000110;
		4'd4: bcd_display_out <= 7'b1001100;
		4'd5: bcd_display_out <= 7'b0100100;
		4'd6: bcd_display_out <= 7'b0100000;
		4'd7: bcd_display_out <= 7'b0001111;
		4'd8: bcd_display_out <= 7'b0000000;
		4'd9: bcd_display_out <= 7'b0000100;
		default: bcd_display_out<= 7'b11111111;
	endcase
endmodule
module divisor (
	input rst, clk_in, 
	output logic clk_out
	);
logic [1:0] count = 2'd0;
always_ff @(posedge clk_in) 
 begin
 if(!rst) 
  begin
		count <= 2'd1;
  end
 else
  begin
     if(count == 2'd1)
	   begin
		 count <= 2'd0;
		end
	  else begin
	  	count <= count + 2'd1;
	  end
  end
 end
 always_comb
	clk_out <= (count == 2'd1);
endmodule
module maq_h (
input maqh_clock,
input reset,
input enable_1hz,
input inc_h,
input inc_m,
output logic [3:0] maqh_lsd,
output logic [2:0] maqh_msd
);
always_ff @(posedge maqh_clock or negedge reset)
	if (!reset)
		maqh_lsd <= 4'd0;
	else begin
	if(enable_1hz && inc_h && inc_m) begin
		if (maqh_lsd == 4'd9 || (maqh_lsd == 4'd4 && maqh_msd == 3'd2))
			maqh_lsd <= 4'd0;
		else
			maqh_lsd <= maqh_lsd + 4'd1;	
	end
	end
always_ff @(posedge maqh_clock or negedge reset)
	if (!reset)
		maqh_msd <= 3'd0;
	else begin
		if(enable_1hz && inc_h && inc_m) begin
			if (maqh_lsd == 4'd4 && maqh_msd == 3'd2) begin
				maqh_msd <= 3'd0;
				end
			else begin
				if (maqh_lsd==4'd9)
				maqh_msd <= maqh_msd + 3'd1;
				else
				maqh_msd <= maqh_msd;
			end
		end
	end
endmodule
module maq_m (
input maqm_clock,
input reset,
input enable_1hz,
input inc_min,
output logic [3:0] maqm_lsd,
output logic [2:0] maqm_msd,
output logic maqh_inc_hora
);
always_ff @(posedge maqm_clock or negedge reset)
	if (!reset)
		maqm_lsd <= 4'd0;
	else
		if(enable_1hz && inc_min) begin
			if (maqm_lsd == 4'd9)
				maqm_lsd <= 4'd0;
			else
			maqm_lsd <= maqm_lsd + 4'd1;	
		end
always_ff @(posedge maqm_clock or negedge reset)
	if (!reset)
		maqm_msd <= 3'd0;
	else
		if(enable_1hz && inc_min) begin
			if (maqm_lsd == 4'd9 && maqm_msd == 3'd5)
				maqm_msd <= 3'd0;
			else
				if (maqm_lsd==4'd9)
				maqm_msd <= maqm_msd + 3'd1;
				else
				maqm_msd <= maqm_msd;
		end
always_comb
	maqh_inc_hora <= (maqm_msd == 3'd5 && maqm_lsd == 4'd9);
endmodule
module maq_s (
input maqs_clock,
input maqs_reset,
input enable_1hz,
output logic [3:0] maqs_lsd,
output logic [2:0] maqs_msd,
output logic maqs_inc_minuto
);
always_ff @(posedge maqs_clock or negedge maqs_reset)
	if (!maqs_reset) begin
		maqs_lsd <= 4'd0;
	end
	else begin
		if(enable_1hz) begin
			if (maqs_lsd == 4'd9)
				maqs_lsd <= 4'd0;
			else
				maqs_lsd <= maqs_lsd + 4'd1;
		end
	end
always_ff @(posedge maqs_clock or negedge maqs_reset)
	if (!maqs_reset) begin
		maqs_msd <= 3'd0;
	end
	else
	if(enable_1hz) begin
		if (maqs_lsd == 4'd9 && maqs_msd == 3'd5) begin
			maqs_msd <= 3'd0;
		end
		else begin
			if (maqs_lsd==4'd9) begin
				maqs_msd <= maqs_msd + 3'd1;
			end
			else begin
				maqs_msd <= maqs_msd;
			end
		end
	end
always_comb
	maqs_inc_minuto <= (maqs_msd == 3'd5 && maqs_lsd == 4'd9);
endmodule
module relogio (
input main_clock,
input main_reset,
output logic [6:0] s_lsd,
output logic [6:0] s_msd,
output logic [6:0] m_lsd,
output logic [6:0] m_msd,
output logic [6:0] h_lsd,
output logic [6:0] h_msd
);
	logic enable1hz;
	divisor _enable_1hz (
		.rst(main_reset), 
		.clk_in(main_clock), 
		.clk_out(enable1hz)
	);
	logic [3:0] s_lsd_bcd = 4'd0;
	logic [2:0] s_msd_bcd = 3'd0;
	logic inc_hora = 4'd0;
	logic inc_minuto = 4'd0;
	maq_s m_seg (
		.maqs_clock(main_clock),
		.maqs_reset(main_reset),
		.enable_1hz(enable1hz),
		.maqs_lsd(s_lsd_bcd),
		.maqs_msd(s_msd_bcd),
		.maqs_inc_minuto(inc_minuto)
	);
	display_bcd display_seg_lsd(
		.bcd_bcd_in(s_lsd_bcd),
		.bcd_display_out(s_lsd)
	);
	display_bcd display_seg_msd(
		.bcd_bcd_in({1'b0, s_msd_bcd}),
		.bcd_display_out(s_msd)
	);
	logic [3:0] m_lsd_bcd = 4'd0;
	logic [2:0] m_msd_bcd = 3'd0;
	maq_m m_min (
		.maqm_clock(main_clock),
		.reset(main_reset),
		.enable_1hz(enable1hz),
		.inc_min(inc_minuto),
		.maqm_lsd(m_lsd_bcd),
		.maqm_msd(m_msd_bcd),
		.maqh_inc_hora(inc_hora)
	);
	display_bcd display_m_lsd(
		.bcd_bcd_in(m_lsd_bcd),
		.bcd_display_out(m_lsd)
	);
	display_bcd display_m_msd(
		.bcd_bcd_in({1'b0, m_msd_bcd}),
		.bcd_display_out(m_msd)
	);
	logic [3:0] h_lsd_bcd = 4'd0;
	logic [2:0] h_msd_bcd = 3'd0;
	maq_h m_hora (
		.maqh_clock(main_clock),
		.reset(main_reset),
		.enable_1hz(enable1hz),
		.inc_h(inc_hora),
		.inc_m(inc_minuto),
		.maqh_lsd(h_lsd_bcd),
		.maqh_msd(h_msd_bcd)
	);
	display_bcd display_h_lsd(
		.bcd_bcd_in(h_lsd_bcd),
		.bcd_display_out(h_lsd)
	);
	display_bcd display_h_msd(
		.bcd_bcd_in({1'b0, h_msd_bcd}),
		.bcd_display_out(h_msd)
	);
endmodule
module relogio_modelo(
input CLOCK_50,
input KEY,
output logic [6:0] HEX0,
output logic [6:0] HEX1,
output logic [6:0] HEX2,
output logic [6:0] HEX3,
output logic [6:0] HEX4,
output logic [6:0] HEX5
);
relogio reg1(
.main_clock(CLOCK_50),
.main_reset(KEY),
.s_lsd(HEX0),
.s_msd(HEX1),
.m_lsd(HEX2),
.m_msd(HEX3),
.h_lsd(HEX4),
.h_msd(HEX5)
);
endmodule
==> /design/flow/run.sh <==
#!/bin/bash
# OpenROAD 26Q1-2900-gdf79404cd8, Yosys 0.63+post, stock flow scripts
make -C /OpenROAD-flow-scripts/flow DESIGN_CONFIG=/design/flow/config.mk WORK_HOME=/design/flow/orfs finish
==> /design/flow/config.mk <==
export PLATFORM = sky130hd
export DESIGN_NAME = relogio_modelo
export DESIGN_NICKNAME = relogio_modelo
export VERILOG_FILES = /design/flow/design.v
export SDC_FILE = /design/flow/constraint.sdc
export NUM_CORES = 4
export LEC_CHECK = 1
export CORE_UTILIZATION = 30
export SYNTH_HDL_FRONTEND = slang
==> /design/flow/constraint.sdc <==
current_design relogio_modelo

set clk_period 3.9
set clk_io_pct 0.2

create_clock -name clk0 -period $clk_period [get_ports {CLOCK_50}]

set non_clock_inputs [all_inputs -no_clocks]
set_input_delay [expr $clk_period * $clk_io_pct] -clock clk0 $non_clock_inputs
set_output_delay [expr $clk_period * $clk_io_pct] -clock clk0 [all_outputs]
==> results.cfg <==
; implementation run metrics
[job]
drv_cap = 0
openroad.warnings = 49

[power]
power-per-cell-area_nw_per_um2 = 360
power.leakage_nw = 1.13
report.power.total_mw = 0.920
ir_drop_mv = 0.333

[min_path]
min-delay-start = reg1._enable_1hz.count[0]
min_path_type = reg -> reg
holdPathEnd = reg1._enable_1hz.count[0]
hold_depth = 1

[setup_path]
r2r_slack_ns = 1.76
reg2reg_to = reg1.m_hora.maqh_lsd[3]
worstPathRequired_ns = 3.12
r2r-start = reg1.m_seg.maqs_lsd[1]
critPathMaxFanout = 6
critPathCaptureType = output port
critPathKind = reg -> out
worstSetupStartpoint = reg1.m_seg.maqs_lsd[1]
startpoint_type = flip-flop
rr_worst_depth = 6
critPathArrivalTime_ns = 2.06

[cts]
path_clk_slew_ns = 0.08
clk_latency_ns = 0.26
htree_levels = 1
postCtsResizedCells = 0
cts.path.max_buffers = 2
cts_tree = yes
cts.sinks = 23
hold_buffers = 0
cts_root_buf = clkbuf_8
postCtsSetupBuffers = 0
cts_buffers = 3

[grt]
grt_pass1_vias = 1614
grt_pass1_wl_mm = 6.98
antenna_found_initial = 0
track_usage_pct = 11.8
grt-ovfl-total = 0
grt_max_degree = 24

[floorplan]
dieArea_um2 = 7090
die_h_um = 84.2
core_um2 = 6420
fp_util_pct = 31.6
rows = 29
die_w_um = 84.2
io_pins = 44

[route]
drt-wirelength-per-cell_um = 10.4
drt_pass1_iterations = 23
vias = 1807
vias_per_cell = 4.81
routed_wl_mm = 3.92
ant_nets = 0
diodes = 0
first_iter_violations = 117
drcViolationCount = 0

[cells_and_area]
final-comb-area_um2 = 1340
ff_latch_area_um2 = 566
fillers = 639
syn2layout_area_growth_pct = 26.0
layout-drive-gt1-share_pct = 4.68
mostFrequentLayoutCells = 43 x clkdlybuf4s50_1, 38 x nand2_1, 34 x o21ai_0, 31 x ha_1, 27 x nor2_1
fin_cells = 376
lay_top_count = clkdlybuf4s50_1
fin_area_um2 = 2550

[place]
hpwl_mm = 2.99
dp.cells = 372
globalplace.congestion = 0.839
placed_area_um2 = 2510
port-buffer-count = 43

[timing]
rsz0062_at_grt = no
worst_slew_pin_slew_ns = 0.551
fmax_ghz = 0.352
period_used_pct = 72.8
drv_slew = 0
final-setup-viol-count = 0
relSlewSlack_pct = 62.9
finalCriticalPeriod_ns = 2.84
timing.final.hold_violations = 0
skew_ns = 0.00417
finalSetupTns_ns = 0

[synthesis]
ys.flops = 23
ys_cells = 263
edf_count = 0
syn_area_um2 = 2030
synth-main-ff-cell = dfrtp_1
syn_avg_cell_area_um2 = 7.71
seq_area_frac_synth_pct = 27.9
synth_warnings = 0
syn_inst = 263
yosysChipArea_um2 = 2030
yosysUniqueCellTypes = 37
async_flop_share_pct = 91.3

[run_status]
status = completed
[worst max-delay path by stage]
stage	slack, ns	cells after the start	end
finish	1.06	6	HEX0[3]
CTS	1.04	6	HEX0[3]
global route	0.87	6	HEX0[3]
[state kept, by name (all words and copies together), names as in the netlist]
register                flops
reg1._enable_1hz.count      2
reg1.m_min.maqm_lsd         4
reg1.m_seg.maqs_lsd         4
reg1.m_seg.maqs_msd         3
reg1.m_hora.maqh_lsd        4
reg1.m_hora.maqh_msd        3
reg1.m_min.maqm_msd         3
[per-stage QoR]
| stage | setup WS (ns) | util, % | hold WS (ns) |
|---|---|---|---|
| 2_1_floorplan | 1.90 | - | 0.418 |
| 3_3_place_gp | 1.40 | 39.1 | 0.433 |
| 3_5_place_dp | 1.36 | 39.1 | 0.440 |
| 4_1_cts | 1.04 | 39.8 | 0.464 |
| 5_1_grt | 0.873 | 39.8 | 0.484 |
| 6_report | 1.06 | 39.8 | 0.455 |
[cells in the mapped netlist, types with 2 or more instances]
library cell / count / area share (%)
and2_1: 3 / 0.93
nor2_1: 27 / 5.0
nand2_1: 38 / 7.0
nor3b_1: 3 / 1.1
nor2b_1: 4 / 1.2
clkbuf_1: 10 / 1.9
nand3_1: 9 / 2.2
ha_1: 31 / 19
o21ai_0: 34 / 8.4
a31oi_1: 5 / 1.5
a22o_1: 2 / 0.86
or2_2: 3 / 0.93
o21a_1: 2 / 0.74
mux2i_1: 3 / 1.5
and3_1: 2 / 0.62
dfxtp_1: 2 / 2.0
inv_1: 19 / 3.5
dfrtp_1: 21 / 26
a21oi_1: 23 / 5.7
nand2b_1: 5 / 1.5
[metal layers]
metal,vias up,GRT usage (%),routed length [um]
met5,-,0,0
met4,0,0.784,10
met3,2,1.79,194
met2,41,20.2,1830
met1,795,16.7,1890
li1,969,-,-
[area by class of cell]
type / instances / share of cell area (%)
clock inverter: 1 / 0.196
tap: 77 / 3.77
sequential: 23 / 22.1
timing repair buffer: 44 / 17.1
multi-input combinational: 209 / 52.4
inverter: 19 / 2.79
clock buffer: 3 / 1.62
[critical path, cell delays in order (launching register included)]
cell and delay, ns:
dfrtp_1 0.43, inv_1 0.14, ha_1 0.26, or2_2 0.29
a21oi_1 0.19, a31oi_1 0.06, clkdlybuf4s50_1 0.43
[power by group]
part           internal [mW]  switching [mW]
logic                  0.267           0.172
clock network         0.0712          0.0738
registers              0.270          0.0651
total                  0.608           0.311
[logic make-up after synthesis]
| logic type | Yosys count | synth area share (%) |
|---|---|---|
| xor gates and xnor gates | 1 | 0.432 |
| AOI/OAI and AO/OA | 70 | 19.1 |
| buffers and inverters | 31 | 6.17 |
| and+or+nand+nor | 103 | 25.2 |
| DFF | 23 | 27.9 |
| adders and majority gates | 31 | 19.1 |
| muxes | 4 | 2.04 |
Power and IR drop assume default switching activity.
