==> flow/design.v <==
module display_bcd(input [3:0] bcd_bcd_in, output logic [6:0] bcd_display_out);
always_comb
	case(bcd_bcd_in)
		4'd0: bcd_display_out <= 7'b0000001;
		4'd1: bcd_display_out <= 7'b1001111;
		4'd2: bcd_display_out <= 7'b0010010;
		4'd3: bcd_display_out <= 7'b0000110;
		4'd4: bcd_display_out <= 7'b1001100;
		4'd5: bcd_display_out <= 7'b0100100;
		4'd6: bcd_display_out <= 7'b0100000;
		4'd7: bcd_display_out <= 7'b0001111;
		4'd8: bcd_display_out <= 7'b0000000;
		4'd9: bcd_display_out <= 7'b0000100;
		default: bcd_display_out<= 7'b11111111;
	endcase
endmodule
module divisor (
	input rst, clk_in, 
	output logic clk_out
	);
logic [1:0] count = 2'd0;
always_ff @(posedge clk_in) 
 begin
 if(!rst) 
  begin
		count <= 2'd1;
  end
 else
  begin
     if(count == 2'd1)
	   begin
		 count <= 2'd0;
		end
	  else begin
	  	count <= count + 2'd1;
	  end
  end
 end
 always_comb
	clk_out <= (count == 2'd1);
endmodule
module maq_h (
input maqh_clock,
input reset,
input enable_1hz,
input inc_h,
input inc_m,
output logic [3:0] maqh_lsd,
output logic [2:0] maqh_msd
);
always_ff @(posedge maqh_clock or negedge reset)
	if (!reset)
		maqh_lsd <= 4'd0;
	else begin
	if(enable_1hz && inc_h && inc_m) begin
		if (maqh_lsd == 4'd9 || (maqh_lsd == 4'd4 && maqh_msd == 3'd2))
			maqh_lsd <= 4'd0;
		else
			maqh_lsd <= maqh_lsd + 4'd1;	
	end
	end
always_ff @(posedge maqh_clock or negedge reset)
	if (!reset)
		maqh_msd <= 3'd0;
	else begin
		if(enable_1hz && inc_h && inc_m) begin
			if (maqh_lsd == 4'd4 && maqh_msd == 3'd2) begin
				maqh_msd <= 3'd0;
				end
			else begin
				if (maqh_lsd==4'd9)
				maqh_msd <= maqh_msd + 3'd1;
				else
				maqh_msd <= maqh_msd;
			end
		end
	end
endmodule
module maq_m (
input maqm_clock,
input reset,
input enable_1hz,
input inc_min,
output logic [3:0] maqm_lsd,
output logic [2:0] maqm_msd,
output logic maqh_inc_hora
);
always_ff @(posedge maqm_clock or negedge reset)
	if (!reset)
		maqm_lsd <= 4'd0;
	else
		if(enable_1hz && inc_min) begin
			if (maqm_lsd == 4'd9)
				maqm_lsd <= 4'd0;
			else
			maqm_lsd <= maqm_lsd + 4'd1;	
		end
always_ff @(posedge maqm_clock or negedge reset)
	if (!reset)
		maqm_msd <= 3'd0;
	else
		if(enable_1hz && inc_min) begin
			if (maqm_lsd == 4'd9 && maqm_msd == 3'd5)
				maqm_msd <= 3'd0;
			else
				if (maqm_lsd==4'd9)
				maqm_msd <= maqm_msd + 3'd1;
				else
				maqm_msd <= maqm_msd;
		end
always_comb
	maqh_inc_hora <= (maqm_msd == 3'd5 && maqm_lsd == 4'd9);
endmodule
module maq_s (
input maqs_clock,
input maqs_reset,
input enable_1hz,
output logic [3:0] maqs_lsd,
output logic [2:0] maqs_msd,
output logic maqs_inc_minuto
);
always_ff @(posedge maqs_clock or negedge maqs_reset)
	if (!maqs_reset) begin
		maqs_lsd <= 4'd0;
	end
	else begin
		if(enable_1hz) begin
			if (maqs_lsd == 4'd9)
				maqs_lsd <= 4'd0;
			else
				maqs_lsd <= maqs_lsd + 4'd1;
		end
	end
always_ff @(posedge maqs_clock or negedge maqs_reset)
	if (!maqs_reset) begin
		maqs_msd <= 3'd0;
	end
	else
	if(enable_1hz) begin
		if (maqs_lsd == 4'd9 && maqs_msd == 3'd5) begin
			maqs_msd <= 3'd0;
		end
		else begin
			if (maqs_lsd==4'd9) begin
				maqs_msd <= maqs_msd + 3'd1;
			end
			else begin
				maqs_msd <= maqs_msd;
			end
		end
	end
always_comb
	maqs_inc_minuto <= (maqs_msd == 3'd5 && maqs_lsd == 4'd9);
endmodule
module relogio_duv(
input CLOCK_50,
input KEY,
output logic [6:0] HEX0,
output logic [6:0] HEX1,
output logic [6:0] HEX2,
output logic [6:0] HEX3,
output logic [6:0] HEX4,
output logic [6:0] HEX5
);
relogio_model_2 reg1(
.main_clock(CLOCK_50),
.main_reset(KEY),
.s_lsd(HEX0),
.s_msd(HEX1),
.m_lsd(HEX2),
.m_msd(HEX3),
.h_lsd(HEX4),
.h_msd(HEX5)
);
endmodule
module relogio_model_2 (
input main_clock,
input main_reset,
output logic [6:0] s_lsd,
output logic [6:0] s_msd,
output logic [6:0] m_lsd,
output logic [6:0] m_msd,
output logic [6:0] h_lsd,
output logic [6:0] h_msd
);
	logic enable1hz;
	divisor _enable_1hz (
		.rst(main_reset), 
		.clk_in(main_clock), 
		.clk_out(enable1hz)
	);
	logic [3:0] s_lsd_bcd = 4'd0;
	logic [2:0] s_msd_bcd = 3'd0;
	logic [3:0] h_lsd_bcd = 4'd0;
	logic [2:0] h_msd_bcd = 3'd0;
	logic inc_hora = 4'd0;
	logic inc_minuto = 4'd0;
	maq_s m_seg (
		.maqs_clock(main_clock),
		.maqs_reset(main_reset),
		.enable_1hz(enable1hz),
		.maqs_lsd(s_lsd_bcd),
		.maqs_msd(s_msd_bcd),
		.maqs_inc_minuto(inc_minuto)
	);
	display_bcd display_seg_lsd(
		.bcd_bcd_in(s_lsd_bcd),
		.bcd_display_out(m_lsd)
	);
	display_bcd display_seg_msd(
		.bcd_bcd_in({1'b0, s_msd_bcd}),
		.bcd_display_out(m_msd)
	);
	logic [3:0] m_lsd_bcd = 4'd0;
	logic [2:0] m_msd_bcd = 3'd0;
	maq_m m_min (
		.maqm_clock(main_clock),
		.reset(main_reset),
		.enable_1hz(enable1hz),
		.inc_min(inc_minuto),
		.maqm_lsd(m_lsd_bcd),
		.maqm_msd(m_msd_bcd),
		.maqh_inc_hora(inc_hora)
	);
	display_bcd display_m_lsd(
		.bcd_bcd_in(m_lsd_bcd),
		.bcd_display_out(h_lsd)
	);
	display_bcd display_m_msd(
		.bcd_bcd_in({1'b0, m_msd_bcd}),
		.bcd_display_out(h_msd)
	);
	maq_h m_hora (
		.maqh_clock(main_clock),
		.reset(main_reset),
		.enable_1hz(enable1hz),
		.inc_h(inc_hora),
		.inc_m(inc_minuto),
		.maqh_lsd(h_lsd_bcd),
		.maqh_msd(h_msd_bcd)
	);
	display_bcd display_h_lsd(
		.bcd_bcd_in(h_lsd_bcd),
		.bcd_display_out(s_lsd)
	);
	display_bcd display_h_msd(
		.bcd_bcd_in({1'b0, h_msd_bcd}),
		.bcd_display_out(s_msd)
	);
endmodule
==> flow/run.sh <==
#!/bin/bash
# OpenROAD 26Q1-2900-gdf79404cd8, Yosys 0.63+post, stock flow scripts
make -C /OpenROAD-flow-scripts/flow DESIGN_CONFIG=/design/flow/config.mk WORK_HOME=/design/flow/orfs finish
==> flow/config.mk <==
export PLATFORM = sky130hd
export DESIGN_NAME = relogio_duv
export DESIGN_NICKNAME = relogio_duv
export VERILOG_FILES = /design/flow/design.v
export SDC_FILE = /design/flow/constraint.sdc
export NUM_CORES = 4
export LEC_CHECK = 1
export CORE_UTILIZATION = 40
export SYNTH_HDL_FRONTEND = slang
==> flow/constraint.sdc <==
current_design relogio_duv

set clk_period 2.4
set clk_io_pct 0.2

create_clock -name clk0 -period $clk_period [get_ports {CLOCK_50}]

set non_clock_inputs [all_inputs -no_clocks]
set_input_delay [expr $clk_period * $clk_io_pct] -clock clk0 $non_clock_inputs
set_output_delay [expr $clk_period * $clk_io_pct] -clock clk0 [all_outputs]
==> flow_metrics.tcl <==
# flow metrics
set metrics [dict create \
    numCtsBuffers 3 \
    setup_viol 0 \
    fmax_mhz 433 \
    xor_area_frac 0.00432 \
    netlist-cell-type-count 37 \
    power_frac_clock 0.154 \
    powerDensity_nw_per_um2 579 \
    core_um2 4790 \
    hold_class "primary input to async pin" \
    drt_iter0_drc 73 \
    drv_slew 0 \
    setup.worst_path.end_class "output pin" \
    whs_ns 0.415 \
    worstSkewPairLatency_ns 0.26 \
    fa_ha_area_frac 0.191 \
    vias_per_cell 4.90 \
    yosys.area_share.simple 0.252 \
    cts_max_path_buffers 2 \
    synth-async-reset-ratio 0.913 \
    power.switching_mw 0.519 \
    p_leak_nw 1.16 \
    portBuffers 43 \
    logic_family "simple AND/OR/NAND/NOR gates" \
    seq_area_frac_synth 0.279 \
    crit_fanout 5 \
    gp_congestion 0.815 \
    critical_path_class "flop to output pin" \
    sw_frac_of_total 0.339 \
    crit_required_ns 1.92 \
    worstPathArrival_ns 1.83 \
    enable_flop_cells 0 \
    status "finished, final reports clean" \
    wl_mm 4.02 \
    io_pins 44 \
    drc 0 \
    cts_hold_buf 0 \
    clock_sinks 23 \
    die_area_um2 5360 \
    seq_power_share 0.354 \
    syn2layout_area_growth_pct 30.5 \
    synth-seq-cells 23 \
    r2r_cells 6 \
    syn_inst 263 \
    relSlewSlack 0.658 \
    combPwrFrac 0.491 \
    drive_gt1_frac 0.134 \
    chipWidth_um 73.2 \
    ant_nets 0 \
    vias 1828 \
    warnings 49 \
    root_buffer "clkbuf_8" \
    tightest_slew_ns 0.514 \
    min_period_ns 2.31 \
    cp-start-kind "flop" \
    ys_sh_aoi 0.191 \
    reg2reg_slack_ns 0.38 \
    h-tree-depth 1 \
    antenna_found_initial 0 \
    die_h_um 73.2 \
    lay_top_cells "clkdlybuf4s50_1 (43), nand2_1 (37), o21ai_0 (34)" \
    hold_viol_final 0 \
    ys_cells 263 \
    finalSetupTns_ns 0 \
    synth_chip_area_um2 2030 \
    path_clk_slew_ns 0.08 \
    grt_pass1_vias 1518 \
    post_drt_wl_per_cell_um 10.8 \
    core_util_floorplan 0.424 \
    synth_warnings 0 \
    dp_hpwl_mm 3.00 \
    skew_ns 0.00434 \
    period_used_share 0.962 \
    cap_violations 0 \
    reg2reg_from "reg1.m_seg.maqs_msd[1]" \
    ys_sh_mux 0.0204 \
    grt_pass1_wl_mm 6.84 \
    r2r_end "reg1.m_hora.maqh_lsd[0]" \
    drtPass1Iterations 4 \
    syn_area_um2 2030 \
    power.internal_mw 1.01 \
    grt_usage 0.161 \
    avgSynthCellArea_um2 7.71 \
    final_common_cell "clkdlybuf4s50_1" \
    power_mw 1.53 \
    tritoncts "yes" \
    rsz0062_at_grt "no" \
    peakVddDrop_uv 497 \
    antennaDiodeCount 0 \
    flop_cell "dfrtp_1" \
    num_rows 25 \
    overflow 0 \
    grt_max_degree 20 \
]
## worst max path at each step
stage	startpoint	endpoint	slack [ns]
CTS	reg1.m_hora.maqh_lsd[1]	HEX0[3]	0.02
global route	reg1.m_min.maqm_lsd[0]	HEX4[6]	0.007
finish	reg1.m_min.maqm_lsd[0]	HEX4[6]	0.09
## stage by stage
stage,worst slack (ns),util,std cells,instance area (um^2)
floorplan,0.479,-,263,2030
global placement,0.199,0.525,364,2510
detailed placement,0.155,0.525,364,2510
CTS,0.0248,0.538,370,2580
global route,0.00673,0.553,373,2650
finish,0.0904,0.553,373,2650
## routing by layer
metal / GRT usage / routed length, um
met2: 0.253 / 1840
met1: 0.258 / 2080
met3: 0.0196 / 96
met5: 0 / 0
met4: 0.00654 / 12
## repair_timing
item	CTS	global route
resized	2	19
pin swaps	0	2
setup endpoints to repair	6	14
setup buffers	2	3
## registers in the layout, summed over array words and instances (netlist names)
| signal | flops |
|---|---|
| reg1.m_min.maqm_msd | 3 |
| reg1.m_seg.maqs_lsd | 4 |
| reg1._enable_1hz.count | 2 |
| reg1.m_min.maqm_lsd | 4 |
| reg1.m_hora.maqh_msd | 3 |
| reg1.m_seg.maqs_msd | 3 |
| reg1.m_hora.maqh_lsd | 4 |
## critical path, stage by stage, from the launching register on
cell,delay (ns)
dfrtp_2,0.45
ha_1,0.23
or2_2,0.29
a21oi_2,0.15
nor2_1,0.06
clkdlybuf4s50_1,0.39
## power groups by stage
| stage | clock [mW] | combinational [mW] | sequential, mW |
|---|---|---|---|
| CTS | 0.248 | 0.744 | 0.537 |
| global route | 0.268 | 0.852 | 0.558 |
| finish | 0.237 | 0.754 | 0.544 |
## kinds of logic after synthesis
family,count (synthesis)
AOI/OAI and AO/OA,70
xor gates and xnor gates,1
adders and majority gates,31
buffers and inverters,31
DFF,23
muxes,4
and+or+nand+nor,103
## synthesized netlist by cell type (2+ instances only)
cell type  count  area, um^2
nor2_1        27         101
ha_1          31         388
a31oi_1        5        31.3
a21oi_1       23         115
nor3b_1        3        22.5
a22o_1         2        17.5
and2_1         3        18.8
inv_1         19        71.3
dfxtp_1        2        40.0
mux2i_1        3        30.0
nand3_1        9        45.0
and3_1         2        12.5
or2_2          3        18.8
nor2b_1        4        25.0
nand2b_1       5        31.3
dfrtp_1       21         526
nand2_1       38         143
clkbuf_1      10        37.5
o21ai_0       34         170
o21a_1         2        15.0
## cell type report
type                    count  area [um^2]
flip-flops and latches     23          574
clock inverters             1         5.00
clock buffers               3         41.3
repair buffers             51          490
well taps                  67         83.8
inverters                  19         71.3
multi-input cells         209         1380
fillers                   440         2140
No activity file was given, so power comes from the tool's default toggle rates.
